`./run.sh`:
```
#!/bin/bash
# OpenROAD 26Q1-2900-gdf79404cd8, Yosys 0.63+post, stock flow scripts
make -C /OpenROAD-flow-scripts/flow DESIGN_CONFIG=/design/flow/config.mk WORK_HOME=/design/flow/orfs finish
```
`./config.mk`:
```
export PLATFORM = sky130hd
export DESIGN_NAME = Register_file
export DESIGN_NICKNAME = Register_file
export VERILOG_FILES = /design/flow/design.v
export SDC_FILE = /design/flow/constraint.sdc
export NUM_CORES = 4
export LEC_CHECK = 1
export CORE_UTILIZATION = 40
```
`./constraint.sdc`:
```
current_design Register_file

set clk_period 1.8
set clk_io_pct 0.2

create_clock -name clk0 -period $clk_period [get_ports {clk}]

set non_clock_inputs [all_inputs -no_clocks]
set_input_delay [expr $clk_period * $clk_io_pct] -clock clk0 $non_clock_inputs
set_output_delay [expr $clk_period * $clk_io_pct] -clock clk0 [all_outputs]
```
`./design.v`:
```
module Register_file#(parameter data_width=8, depth=16,  address_width=4, parity_type=1'b0,parity_enable=1'b1,prescale=8, 
division_ratio=8'd4)(
  input wire [data_width-1:0] WrData,
  input wire [address_width-1:0] Address,
  input wire WrEn,RdEn,
  input wire clk,rst,
  output wire [data_width-1:0] REG0,REG1,REG2,REG3,
  output reg [data_width-1:0] RdData,
  output reg RdData_Valid
  );
reg [data_width-1:0] regfile [depth-1:0];
integer I;
always@(posedge clk or negedge rst)
begin
  if(!rst)
    begin
      regfile[0] <= 'd0;
      regfile[1] <= 'd0;
      regfile[2] <= 8'b1000_0001;
      regfile[3] <= 'd32;
      RdData_Valid <= 'b0;
      RdData <=0;
      for (I = 4; I < 16; I = I+1)
        begin
          regfile [I] <= 0;
         end
      end
  else if(RdEn && (!WrEn))
    begin
      RdData <= regfile[Address];
      RdData_Valid <= 'b1;
    end
  else if(WrEn && (!RdEn))
    begin
      regfile[Address]<= WrData;
      RdData_Valid <= 'b0;
    end
  else
    begin
      RdData_Valid <= 'b0;
    end
end
assign REG0 = regfile[0] ;
assign REG1 = regfile[1] ;
assign REG2 = regfile[2] ;
assign REG3 = regfile[3] ;
endmodule
```
==> summary.txt <==
worst slew pin tran -> 556 ps
CP max stage cell -> dfstp_2
DR WL/cell -> 19.9 um
routability cong. -> 0.892
initial antenna violation count -> 0
Synth Seq Share -> 52.7%
Core Footprint -> 15900 sq um
post-route setup slack -> 59.1 ps
final std cells w/o fill -> 875
VDD IR-drop max -> 0.000816 V
max-cap violations -> 0
critical path class -> reg -> out
OpenROAD warning count -> 25
via density per instance -> 5.37
Post-synth ARST share -> 100%
DR DRC count -> 0
critical path depth in cells -> 1
number of global-route vias before repair -> 4892
Slew Limit Fails -> 0
Synth warnings -> 2
status -> completed
Avg Cell Area, Syn -> 12.9 sq um
FF-to-FF path depth -> 6
Synth Register Bits -> 137
crit-path max FO -> 2
Clock transition at path regs -> 50 ps
CTS Root Cell -> clkbuf_16
DIE AREA -> 16800 sq um
Max Clk Rate -> 574 MHz
final setup violation count -> 0
Routed Antenna Nets -> 0
initial drt markers -> 268
post-synth cell types -> 61
start point of the worst hold path -> regfile[11][0]
CP Cell Sequence -> clkdlybuf4s50_1
ratio of cells with drive above 1 in the final layout -> 45.4%
TritonCTS clock tree -> done
Yosys Chip Area -> 6520 sq um
CP required -> 1440 ps
combinational gate area -> 2960 sq um
ant diodes -> 0
EDFF count, synth -> 0
Critical Path Source Type -> flop
R2R Path End -> RdData[7]
Power Dens Cells -> 1040 nW/um^2
number of port buffers -> 56
final hold vios -> 0
IO Pins -> 57
Reg2Reg Launch Point -> regfile[2][7]
via count -> 4700
Post-Syn Instances -> 506
first-pass GRT wire length -> 27.8 mm
critical path's top delay family -> flip-flops
ys flop type -> dfrtp_1
drt pass-1 iters -> 7
Top cell excl fill/tap -> mux2_2
Placed Cells -> 830
final period utilization -> 96.7%
Hold Crit Class -> reg -> reg
Tmin final -> 1740 ps
synthesized area -> 6520 sq um
RSZ-0062 raised after global routing -> false
WP buf/inv -> 1
number of cells in Yosys stat -> 506
pre-CTS setup slack -> -599 ps
Die Height -> 130 um
H-tree depth -> 4
Fillers -> 1323
Num CTS Buffers -> 17
Hold EP -> regfile[11][0]
Worst Hold Depth -> 1
r2r setup slk -> 180 ps
GR Overflow Total -> 0
Worst-Skew Late Latency -> 420 ps
P&R area growth vs syn -> 35.7%
CP max stage delay -> 520 ps
Worst EP arrival -> 1380 ps
final WL -> 17.4 mm
skew final -> 11.2 ps
Crit. End Element -> output pin
register area -> 3430 sq um
largest net degree at the start of global routing -> 51
slew margin rel. -> 62.8%
initial core utilization -> 41.0%
number of core rows -> 46
CTS Sinks -> 137
clock buffer depth -> 2
Static Leak -> 3.94 nW
Final HPWL DP -> 12.0 mm
Die X -> 130 um
all-layer global routing usage -> 22.8%
Top Layout Cells -> mux2_2, dfrtp_1, buf_4
-- layer usage --
layer  vias up  routed length, um  GRT usage [%]  share of wire, %
met4         0                398           4.86               2.3
met3        24                927           5.51               5.3
li1       2171                  -              -                 -
met5         -                  0              0                 0
met1      2394               7940           34.1                46
met2       111               8150           35.2                47
-- area by class of cell --
| class | count | share of cell area, % |
|---|---|---|
| clock inverter | 12 | 1.58 |
| sequential | 137 | 38.8 |
| inverter | 2 | 0.0849 |
| multi-input combinational | 331 | 33.4 |
| tap | 216 | 3.06 |
| timing repair buffer | 157 | 17.9 |
| clock buffer | 20 | 5.16 |
-- state kept, by name, summed over array words and instances (netlist names) --
name / flops
RdData: 8
regfile: 128
RdData_Valid: 1
-- cell usage after synthesis, types with 9 or more instances --
cell	count	area share, %
nand2_1	21	1.2
o21ai_0	14	1.1
a22oi_1	16	1.8
dfrtp_1	134	51
a21oi_1	15	1.2
mux2_2	137	24
nor2_1	12	0.69
clkbuf_1	11	0.63
nor2b_1	9	0.86
buf_2	11	0.84
-- how the worst max path moves through the flow --
stage              from   endpoint  slack, ps
4_1_cts      Address[2]  RdData[0]          1
5_1_grt   regfile[2][7]    REG2[7]          1
6_report  regfile[2][7]    REG2[7]         60
-- power breakdown --
part / internal (mW) / leakage (nW) / total, mW / switching, mW
clock network: 2.13 / 0.284 / 3.49 / 1.35
registers: 3.67 / 1.74 / 4.03 / 0.360
logic: 1.06 / 1.91 / 1.66 / 0.596
-- stage by stage --
step / power, mW / TNS [ps] / hold WS, ps / instance area [sq um] / utilization, %
global placement: 5.62 / -54330 / 310 / 7970 / 50.1
finish: 9.17 / 0 / 500 / 8840 / 55.7
floorplan: 4.80 / 0 / 64.4 / 6520 / -
CTS: 9.19 / 0 / 504 / 8700 / 54.8
detailed placement: 5.65 / -54620 / 314 / 7970 / 50.1
global route: 9.59 / 0 / 517 / 8840 / 55.7
-- what timing repair did --
action,4_1_cts,5_1_grt
pin swaps,3,0
gates resized,14,13
hold buffers,2,0
buffers inserted,3,6
endpoints found under the hold margin,41,0
cloned,1,2
endpoints found under the setup margin,33,53
-- cells by family (layout without fill, tap and decap cells) --
logic type	after synthesis	count (layout)	share of synthesized area, %
AND-OR/OR-AND	97	97	10.6
buffers and inverters	38	191	3.38
flip-flops	137	137	52.7
multiplexers	145	145	25.0
AND/OR/NAND/NOR	89	89	8.37
No activity file was given, so power comes from the tool's default toggle rates.
