<file path="flow/run.sh">
#!/bin/bash
# OpenROAD 26Q1-2900-gdf79404cd8, Yosys 0.63+post, stock flow scripts
make -C /OpenROAD-flow-scripts/flow DESIGN_CONFIG=/design/flow/config.mk WORK_HOME=/design/flow/orfs finish
</file>
<file path="flow/config.mk">
export PLATFORM = sky130hd
export DESIGN_NAME = Async_fifo
export DESIGN_NICKNAME = Async_fifo
export VERILOG_FILES = /design/flow/design.v
export SDC_FILE = /design/flow/constraint.sdc
export NUM_CORES = 4
export LEC_CHECK = 1
export CORE_UTILIZATION = 30
</file>
<file path="flow/constraint.sdc">
current_design Async_fifo

set clk_period 4.7
set clk_io_pct 0.2

create_clock -name clk0 -period $clk_period [get_ports {i_r_clk}]
create_clock -name clk1 -period $clk_period [get_ports {i_w_clk}]

set non_clock_inputs [all_inputs -no_clocks]
set_input_delay [expr $clk_period * $clk_io_pct] -clock clk0 $non_clock_inputs
set_output_delay [expr $clk_period * $clk_io_pct] -clock clk0 [all_outputs]
</file>
<file path="flow/design.v">
module Async_fifo #(
  parameter D_SIZE = 16 ,                          
  parameter F_DEPTH = 8  ,                         
  parameter P_SIZE = 4                             
)
 (
   input                    i_w_clk,               
   input                    i_w_rstn,              
   input                    i_w_inc,               
   input                    i_r_clk,               
   input                    i_r_rstn,              
   input                    i_r_inc,               
   input   [D_SIZE-1:0]     i_w_data,              
   output  [D_SIZE-1:0]     o_r_data,              
   output                   o_full,                
   output                   o_empty                
);
wire [P_SIZE-2:0] r_addr , w_addr ;
wire [P_SIZE-1:0] w2r_ptr , r2w_ptr ;
wire [P_SIZE-1:0] gray_w_ptr , gray_rd_ptr ;
wire              full ;
fifo_mem #(.F_DEPTH(F_DEPTH), .D_SIZE(D_SIZE), .P_SIZE(P_SIZE) ) 
u_fifo_mem (
.w_clk(i_w_clk),              
.w_rstn(i_w_rstn),
.w_inc(i_w_inc),                             
.w_full(o_full),              
.w_addr(w_addr),            
.r_addr(r_addr),
.w_data(i_w_data),                        
.r_data(o_r_data)
); 
fifo_rd # (.P_SIZE(P_SIZE)) u_fifo_rd (
.r_clk(i_r_clk),              
.r_rstn(i_r_rstn),             
.r_inc(i_r_inc),              
.sync_wr_ptr(w2r_ptr),                
.rd_addr(r_addr),            
.gray_rd_ptr(gray_rd_ptr),        
.empty(o_empty)
);
BIT_SYNC #(.NUM_STAGES(2) , .BUS_WIDTH(P_SIZE)) u_w2r_sync (
.CLK(i_r_clk) ,
.RST(i_r_rstn) ,
.ASYNC(gray_w_ptr) ,
.SYNC(w2r_ptr)
);
fifo_wr # (.P_SIZE(P_SIZE)) u_fifo_wr (            
.w_clk(i_w_clk),              
.w_rstn(i_w_rstn),             
.w_inc(i_w_inc),            
.sync_rd_ptr(r2w_ptr),                
.w_addr(w_addr),            
.gray_w_ptr(gray_w_ptr),        
.full(o_full)
);               
BIT_SYNC #(.NUM_STAGES(2) , .BUS_WIDTH(P_SIZE)) u_r2w_sync
(
.CLK(i_w_clk) ,
.RST(i_w_rstn) ,
.ASYNC(gray_rd_ptr) ,
.SYNC(r2w_ptr)
);
endmodule
module BIT_SYNC # ( 
   parameter NUM_STAGES = 2 ,
	 parameter BUS_WIDTH = 1 
)(
input    wire                      CLK,
input    wire                      RST,
input    wire    [BUS_WIDTH-1:0]   ASYNC,
output   reg     [BUS_WIDTH-1:0]   SYNC
);
reg   [NUM_STAGES-1:0] sync_reg [BUS_WIDTH-1:0] ;
integer  I ;
always @(posedge CLK or negedge RST)
 begin
  if(!RST)       
   begin
     for (I=0; I<BUS_WIDTH; I=I+1)
      sync_reg[I] <= 'b0 ;
   end
  else
   begin
    for (I=0; I<BUS_WIDTH; I=I+1)
     sync_reg[I] <= {sync_reg[I][NUM_STAGES-2:0],ASYNC[I]};    
   end  
 end
always @(*)
 begin
  for (I=0; I<BUS_WIDTH; I=I+1)
    SYNC[I] = sync_reg[I][NUM_STAGES-1] ; 
 end  
endmodule
module fifo_mem #(
  parameter D_SIZE = 16 ,                        
  parameter F_DEPTH = 8 ,                        
  parameter P_SIZE = 4                           
)
  (   
   input                    w_clk,               
   input                    w_rstn,              
   input                    w_full,              
   input                    w_inc,               
   input   [P_SIZE-2:0]     w_addr,              
   input   [P_SIZE-2:0]     r_addr,              
   input   [D_SIZE-1:0]     w_data,              
   output  [D_SIZE-1:0]     r_data               
  );
reg [F_DEPTH-1:0] i ;
reg [D_SIZE-1:0] FIFO_MEM [F_DEPTH-1:0] ;
always @(posedge w_clk or negedge w_rstn)
 begin
  if(!w_rstn)
   begin 
    for(i=0;i<F_DEPTH;i=i+1) 
     FIFO_MEM[i] <= {D_SIZE{1'b0}} ;
   end
 else if (!w_full && w_inc)
    FIFO_MEM[w_addr] <= w_data ;
 end
assign r_data = FIFO_MEM[r_addr] ;
endmodule
module fifo_rd #(
  parameter P_SIZE = 4                           
)
  (
   input  wire                     r_clk,               
   input  wire                     r_rstn,              
   input  wire                     r_inc,               
   input  wire   [P_SIZE-1:0]      sync_wr_ptr,         
   output wire   [P_SIZE-2:0]      rd_addr,             
   output wire                     empty,               
   output reg    [P_SIZE-1:0]      gray_rd_ptr          
);
reg [P_SIZE-1:0]  rd_ptr ;
always @(posedge r_clk or negedge r_rstn)
 begin
  if(!r_rstn)
   begin
    rd_ptr <= 0 ;
   end
 else if (!empty && r_inc)
    rd_ptr <= rd_ptr + 1 ;
 end
assign rd_addr = rd_ptr[P_SIZE-2:0] ;
always @(posedge r_clk or negedge r_rstn)
begin
 if(!r_rstn)
   begin
    gray_rd_ptr <= 0 ;
   end
 else 
  begin
   case (rd_ptr)
   4'b0000: gray_rd_ptr <= 4'b0000 ;
   4'b0001: gray_rd_ptr <= 4'b0001 ;
   4'b0010: gray_rd_ptr <= 4'b0011 ;
   4'b0011: gray_rd_ptr <= 4'b0010 ;
   4'b0100: gray_rd_ptr <= 4'b0110 ;
   4'b0101: gray_rd_ptr <= 4'b0111 ;
   4'b0110: gray_rd_ptr <= 4'b0101 ;
   4'b0111: gray_rd_ptr <= 4'b0100 ;
   4'b1000: gray_rd_ptr <= 4'b1100 ;
   4'b1001: gray_rd_ptr <= 4'b1101 ;
   4'b1010: gray_rd_ptr <= 4'b1111 ;
   4'b1011: gray_rd_ptr <= 4'b1110 ;
   4'b1100: gray_rd_ptr <= 4'b1010 ;
   4'b1101: gray_rd_ptr <= 4'b1011 ;
   4'b1110: gray_rd_ptr <= 4'b1001 ;
   4'b1111: gray_rd_ptr <= 4'b1000 ;
   endcase
  end
 end
assign empty = (sync_wr_ptr == gray_rd_ptr) ;
endmodule
module fifo_wr #(
  parameter P_SIZE = 4                           
)
  (
   input  wire                    w_clk,               
   input  wire                    w_rstn,              
   input  wire                    w_inc,               
   input  wire  [P_SIZE-1:0]      sync_rd_ptr,         
   output wire  [P_SIZE-2:0]      w_addr,              
   output reg   [P_SIZE-1:0]      gray_w_ptr,          
   output wire                    full                 
);
reg [P_SIZE-1:0]  w_ptr ;
always @(posedge w_clk or negedge w_rstn)
 begin
  if(!w_rstn)
   begin
    w_ptr <= 0 ;
   end
 else if (!full && w_inc)
    w_ptr <= w_ptr + 1 ;
 end
assign w_addr = w_ptr[P_SIZE-2:0] ;
always @(posedge w_clk or negedge w_rstn)
 begin
  if(!w_rstn)
   begin
    gray_w_ptr <= 0 ;
   end
 else
  begin
   case (w_ptr)
   4'b0000: gray_w_ptr <= 4'b0000 ;
   4'b0001: gray_w_ptr <= 4'b0001 ;
   4'b0010: gray_w_ptr <= 4'b0011 ;
   4'b0011: gray_w_ptr <= 4'b0010 ;
   4'b0100: gray_w_ptr <= 4'b0110 ;
   4'b0101: gray_w_ptr <= 4'b0111 ;
   4'b0110: gray_w_ptr <= 4'b0101 ;
   4'b0111: gray_w_ptr <= 4'b0100 ;
   4'b1000: gray_w_ptr <= 4'b1100 ;
   4'b1001: gray_w_ptr <= 4'b1101 ;
   4'b1010: gray_w_ptr <= 4'b1111 ;
   4'b1011: gray_w_ptr <= 4'b1110 ;
   4'b1100: gray_w_ptr <= 4'b1010 ;
   4'b1101: gray_w_ptr <= 4'b1011 ;
   4'b1110: gray_w_ptr <= 4'b1001 ;
   4'b1111: gray_w_ptr <= 4'b1000 ;
   endcase
  end
 end
assign full = (sync_rd_ptr[P_SIZE-1]!= gray_w_ptr[P_SIZE-1] && sync_rd_ptr[P_SIZE-2]!= gray_w_ptr[P_SIZE-2] && sync_rd_ptr[P_SIZE-3:0]== gray_w_ptr[P_SIZE-3:0]) ;
endmodule
</file>
==> commit_impl_results.txt <==
Store results of the implementation flow

* Number of clock sinks: 160
* Residual DRC: 0
* Total Negative Setup Slacks: 0 ns
* Max IR drop VDD: 0.416 mV
- For this design the static power due to leakage is 3.58 nW.
- The register with the most flip-flops in the layout has 128 of them.
- Total setup buffers inserted after CTS: 0
- In this run the count of I/O pins placed on the die edge is 40.
- Overall routing resource usage recorded by global route was 14.2%.
* Total congestion overflow: 0
- In this run the power density over the cells is 757 nW/um2.
* Post-detail-place hpwl: 9410 um
- Synthesis-to-layout area growth: 18.8%
- Via-to-Cell Ratio: 4.81
- Clock transition at the registers of the reported paths: 0.05 ns
- Layout Cells excl Fill: 852
- Via Count: 4094
* Headroom to the max-slew limit: 44.3%
- Post-synth seq share: 56.6%
- In this run the critical register-to-register path is captured at u_fifo_mem.FIFO_MEM[6][14]$_DFFE_PN0P_.
- Total number of placement rows: 55
- TritonCTS built the clock tree.
- The worst setup path is launched from a flop.
* Post-synthesis cell count: 486
- Entering global routing, the biggest net connects 52 pins.
- For the worst flop-to-flop path, the logic depth is 4.
* Data required time of the worst path: 3.76 ns
* Detail Route Antenna Nets: 0
* Unrepaired setup endpoints after global routing: no
- Input and output buffers added on the ports amount to 38.
* Die Width: 156 um
- The last timing report of the flow puts the setup violation total at 0.
* Reg-to-reg slack, setup: 2.33 ns
- The run finished with clean final reports.
* Routability congestion estimate: 0.796
- Max Clock Skew: 0.00471 ns
- Critical path class: flop to primary output
- Counting pins that exceed their max-slew limit in the final report gives 0.
- According to the floorplan report, the total die area is 24200 um2.
* Transition time at the pin with the least slew margin: 0.835 ns
- For this run, the detailed router's first-pass iteration total came to 4.
- Fraction of layout cells with a size suffix above 1: 36.9%
- Vias in the first global route: 4449
* Average footprint of a synthesized cell: 14.6 um2
- Before any placement, the netlist area is recorded as 7080 um2.
- The startpoint identified for the worst register-to-register timing path is u_fifo_wr.gray_w_ptr[2]$_DFF_PN0_.
- Count of inserted antenna diode cells: 0
* Wire length of the first global-routing pass: 25500 um
- In this run, placement finished with an instance count of 819.
- OpenSTA lists the critical path endpoint as o_r_data[0].
* DIE HEIGHT: 156 um
- Power Total: 6.37 mW
- Flops after synth: 160
- Yosys cell count: 486
- TritonRoute output was used to compute an average wire per cell of 18.0 um.
* Placeable core region: 22900 um2
- The synthesized netlist has a Yosys-reported chip area of 7080 um2.
* Antenna violations before repair: 0
- Max-cap violation count: 0
- The synthesis log from Yosys contains 6 warnings.
- Origin of the worst setup path: u_fifo_rd.rd_ptr[2]$_DFFE_PN0P_
- Tally of OpenROAD warnings: 36
* Worst-path maximum fanout: 33
* Detailed Route Iter0 Violations: 209
- The worst hold path belongs to the class flop to flop.
- Endpoints failing hold in the final report were tallied at 0.
* Core Util at FP: 30.9%
- Fin util: 36.7%
* PostCTS Resize Cnt: 0
* Hold-fix buffers, CTS: 0
* Yosys cell types: 35
- At the worst endpoint, the arrival time is 3.01 ns.
- The worst setup path is captured at a primary output.
- After detailed routing, the total wire length is 15400 um.
[worst min-delay path by stage]
stage	from	cells after the start	end	slack [ns]
after CTS	u_fifo_rd.gray_rd_ptr[2]$_DFF_PN0_	0	u_r2w_sync.sync_reg[2][0]$_DFF_PN0_	0.22
after global routing	u_fifo_rd.gray_rd_ptr[2]$_DFF_PN0_	0	u_r2w_sync.sync_reg[2][0]$_DFF_PN0_	0.25
final	u_fifo_rd.gray_rd_ptr[2]$_DFF_PN0_	0	u_r2w_sync.sync_reg[2][0]$_DFF_PN0_	0.23
[metrics by stage]
| step | area [um2] | hold slack, ns | setup WS (ns) |
|---|---|---|---|
| 2_1_floorplan | 7080 | 0.331 | 1.39 |
| 3_3_place_gp | 7760 | 0.335 | 1.02 |
| 3_5_place_dp | 7760 | 0.336 | 0.995 |
| 4_1_cts | 8410 | 0.222 | 0.700 |
| 5_1_grt | 8410 | 0.248 | 0.543 |
| 6_report | 8410 | 0.231 | 0.747 |
[worst max-delay path, cell delays in order (launching register included)]
cell and delay, ns:
sky130_fd_sc_hd__dfrtp_1 0.46, sky130_fd_sc_hd__buf_4 0.43, sky130_fd_sc_hd__nor2b_1 0.11, sky130_fd_sc_hd__or4_1 0.73, sky130_fd_sc_hd__buf_4 0.34, sky130_fd_sc_hd__nand4_1 0.10, sky130_fd_sc_hd__o21a_1 0.13, sky130_fd_sc_hd__clkdlybuf4s50_1 0.46
[final cells by class]
type,instances,area (um2)
Tap cell,313,392
Multi-Input combinational cell,286,2850
Fill cell,2114,14500
Timing Repair Buffer,52,487
Sequential cell,160,4000
Clock inverter,6,57.6
Clock buffer,27,587
Inverter,8,30.0
[report_power, final]
part           internal, mW  total, mW  switching, mW  leakage (nW)
Clock                 0.914       1.43          0.519         0.321
Combinational          1.43       2.46           1.03          1.34
Sequential             2.08       2.48          0.393          1.92
Total                  4.43       6.37           1.94          3.58
[synth_stat cells (all sizes together)]
master  number  area share [%]
xnor2        5            0.62
nand4       10             1.1
a21oi        4            0.28
nand2       18            0.95
a22o         7            0.87
xor2         9             1.1
mux2       148              25
nand3        5            0.35
a221oi      14             1.7
and3         2            0.32
nor3b        3            0.53
clkbuf      19             1.0
o21a         6            0.64
ha          16             2.8
a32oi        1            0.12
nor2b        2            0.18
a222oi      12             1.7
and2         1           0.088
buf         13             1.7
a22oi        6            0.64
o41ai        2            0.51
inv          8            0.42
o21ai        7            0.50
dfrtp      160              57
nor4         1           0.088
or4          2            0.21
nor2         5            0.27
[cells by family (layout without fill, tap and decap cells)]
kind of cell               count (synthesis)  in the layout  synth area share [%]
buffers and inverters                     40             93                  3.11
xor gates and xnor gates                  14             14                  1.73
AOI/OAI and AO/OA                         59             59                  6.99
adders and majority gates                 16             16                  2.83
and+or+nand+nor                           49             49                  4.14
muxes                                    148            148                  24.6
DFF                                      160            160                  56.6
[cell usage in the layout (no fill, tap or decap), types with 9 or more instances in the layout]
cell type	netlist	layout
sky130_fd_sc_hd__dfrtp_1	160	160
sky130_fd_sc_hd__a222oi_1	12	12
sky130_fd_sc_hd__mux2_2	123	123
sky130_fd_sc_hd__a221oi_1	14	14
sky130_fd_sc_hd__ha_1	16	16
sky130_fd_sc_hd__buf_4	3	14
sky130_fd_sc_hd__mux2_4	20	20
sky130_fd_sc_hd__xor2_1	9	9
sky130_fd_sc_hd__clkdlybuf4s50_1	0	37
sky130_fd_sc_hd__clkbuf_16	0	20
sky130_fd_sc_hd__nand2_1	18	18
[routing by layer]
layer  wire (um)  track usage, %  up-vias  share of wire, %
met5           0               0        -                 0
met4         147            1.82        0              0.96
met3         893            4.44       11               5.8
met2        7010            21.1      107                46
met1        7320            21.4     2108                48
li1            -               -     1868                 -
Power figures rest on the tool's default switching activity, not on a simulated workload.
